==> design/flow/design.v <==
module axi_stream_insert_header01 #(
parameter DATA_WD = 32,
parameter DATA_BYTE_WD = DATA_WD / 8,
parameter BYTE_CNT_WD = $clog2(DATA_BYTE_WD)
) (
input clk,
input rst_n,
input valid_in,
input [DATA_WD-1 : 0] data_in,
input [DATA_BYTE_WD-1 : 0] keep_in,
input last_in,
output ready_in,
output valid_out,
output [DATA_WD-1 : 0] data_out,
output [DATA_BYTE_WD-1 : 0] keep_out,
output last_out,
input ready_out,
input valid_insert,
input [DATA_WD-1 : 0] data_insert,
input [DATA_BYTE_WD-1 : 0] keep_insert,
input [BYTE_CNT_WD : 0] byte_insert_cnt,
output ready_insert
);
reg [DATA_WD-1 : 0]         data_in_r;
reg [DATA_BYTE_WD-1 : 0]    keep_in_r;
reg                         last_in_r;
reg                         valid_in_r;
reg [DATA_WD-1 : 0]         data_insert_r;
reg [DATA_BYTE_WD-1 : 0]    keep_insert_r;
reg                         valid_insert_r;
reg                         last_out_r;
reg [DATA_BYTE_WD-1 : 0]    keep_o;
reg [DATA_WD+DATA_WD-1 : 0] data_o;
reg                         valid_out_r;
reg                         insert_flag;                       
wire                        data_in_flag;
wire                        data_insert_flag;
assign data_in_flag=valid_in&&ready_in?1:0;
assign data_insert_flag=valid_insert&&ready_insert?1:0;
assign transfer_flag=data_insert_flag&&data_in_flag?1:0;
assign ready_in = ready_out || (~valid_in&&valid_in_r);
assign ready_insert = ready_out || (~valid_insert&&valid_insert_r);
always@(posedge clk or negedge rst_n)
if(!rst_n)begin
    data_in_r<=0;
    keep_in_r<=0;
    last_in_r<=0;
    end
else if(data_in_flag)begin
    data_in_r<=data_in;
    keep_in_r<=keep_in;
    last_in_r<=last_in;
    end
else begin
    data_in_r<=data_in;
    keep_in_r<='b0;
    last_in_r<='b0;
    end
always@(posedge clk or negedge rst_n)
if(!rst_n)begin
    data_insert_r<=0;
    keep_insert_r<=0;
    end
else if(data_insert_flag)begin
    data_insert_r<=data_insert;
    keep_insert_r<=keep_insert;
    end
else begin
    data_insert_r<=data_insert_r;
    keep_insert_r<=keep_insert_r;
    end
always@(posedge clk or negedge rst_n)
if(!rst_n)
    last_out_r<=1'b0;
else last_out_r<=last_in_r;
always@(posedge clk or negedge rst_n)
if(!rst_n) begin
    valid_in_r<=1'b0;
    valid_insert_r<=1'b0;
    end
else begin 
    valid_in_r<=valid_in;
    valid_insert_r<=valid_insert;
    end
always@(posedge clk or negedge rst_n)
if(!rst_n)begin
    data_o<='b0;
    end
else if(data_in_flag&&data_insert_flag&&~insert_flag)begin
    case(keep_insert)
    4'b1111:begin data_o<={data_insert,data_in}<<(DATA_WD-32);insert_flag=1'b1;end
    4'b0111:begin data_o<={data_insert,data_in}<<(DATA_WD-24);insert_flag=1'b1;end
    4'b0011:begin data_o<={data_insert,data_in}<<(DATA_WD-16);insert_flag=1'b1;end
    4'b0001:begin data_o<={data_insert,data_in}<<(DATA_WD-8);insert_flag=1'b1;end
    default:begin data_o<=data_o;insert_flag=1'b1;end
    endcase
    end
else if(data_in_flag&&insert_flag)begin
    case(keep_insert_r)
    4'b1111: data_o<={data_in_r,data_in}<<(DATA_WD-32);
    4'b0111: data_o<={data_in_r,data_in}<<(DATA_WD-24);
    4'b0011: data_o<={data_in_r,data_in}<<(DATA_WD-16);
    4'b0001: data_o<={data_in_r,data_in}<<(DATA_WD-8);
    default: data_o<=data_o;
    endcase
    end 
else if(last_in_r)
    data_o<=data_o<<DATA_WD;
else data_o<=data_o;
always@(posedge clk or negedge rst_n)
if(!rst_n)
    insert_flag<='b0;
else if(last_in)
    insert_flag<='b0;
else insert_flag<=insert_flag;
always@(posedge clk or negedge rst_n)
begin
    if(!rst_n)
    keep_o<=4'b0;
    else if(!last_in_r)
    keep_o <= 4'b1111;
    else if(last_in_r) 
    keep_o <= keep_in<<(DATA_BYTE_WD-byte_insert_cnt);
else;
end
assign valid_out = ready_out? valid_in:valid_in_r;
assign data_out=data_o[DATA_WD+DATA_WD-1:DATA_WD];
assign keep_out=keep_o;
assign last_out=last_out_r;
endmodule
==> design/flow/run.sh <==
#!/bin/bash
# OpenROAD 26Q1-2900-gdf79404cd8, Yosys 0.63+post, stock flow scripts
make -C /OpenROAD-flow-scripts/flow DESIGN_CONFIG=/design/flow/config.mk WORK_HOME=/design/flow/orfs finish
==> design/flow/config.mk <==
export PLATFORM = sky130hd
export DESIGN_NAME = axi_stream_insert_header01
export DESIGN_NICKNAME = axi_stream_insert_header01
export VERILOG_FILES = /design/flow/design.v
export SDC_FILE = /design/flow/constraint.sdc
export NUM_CORES = 4
export LEC_CHECK = 1
export CORE_UTILIZATION = 40
==> design/flow/constraint.sdc <==
current_design axi_stream_insert_header01

set clk_period 7.1
set clk_io_pct 0.2

create_clock -name clk0 -period $clk_period [get_ports {clk}]

set non_clock_inputs [all_inputs -no_clocks]
set_input_delay [expr $clk_period * $clk_io_pct] -clock clk0 $non_clock_inputs
set_output_delay [expr $clk_period * $clk_io_pct] -clock clk0 [all_outputs]
==> git commit body <==
Store results of the implementation flow

- Post-synthesis instance area: 5660 sq um
- The routed design shows a wire length per standard cell of 18.1 microns.
* Cells resized by post-CTS repair: 0
* Grt total ovfl: 0
- Slew Limit Headroom: 0.425
- In the setup report, the worst path falls into the class primary input to output port.
- After floorplanning, the core was divided into 43 placement rows.
* Cycle use final: 0.653
- Yosys cell types: 43
- In the final report, the number of hold violations comes to 0.
* Cell with the largest stage delay on the worst path: sky130_fd_sc_hd__clkdlybuf4s50_1
* Core Area: 13800 sq um
- Number of cells in the yosys synthesis report: 539
- Crit path arrival time: 3.22 ns
- The floorplan report gives the top-level pin count as 121.
- The placed instances occupy a cell area of 6400 sq um.
- Setup repair after global routing left no endpoint under its margin.
- Of the synthesized area, sequential elements account for 0.478.
- Cell type contributing the most total cell area after synthesis: sky130_fd_sc_hd__dfrtp_1
- WP data required: 5.68 ns
- The initial antenna violation count came to 0.
* Floorplan Utilization: 0.409
- Count of tool warnings: 57
- Most common cell type on the critical path: sky130_fd_sc_hd__clkdlybuf4s50_1
* Largest incremental delay on the critical path: 0.53 ns
* Crit path capture type: output port
- The main area contributors are sky130_fd_sc_hd__dfrtp_1 48%, sky130_fd_sc_hd__mux2i_1 7.4%, sky130_fd_sc_hd__a211oi_2 6.2%.
* Largest type area fraction: 0.478
* Final core occ: 0.486
* Ratio of total power to cell area: 264 nW/um^2
* Maximum operating frequency: 216 MHz
- The area taken by sequential standard cells is reported as 2700 sq um.
* Registers, synthesis: 108
- For this run, the total global-route usage over all layers was measured as 0.206.
- Num Clock Sinks: 108
* Slew @ Worst Pin: 0.851 ns
- CTS max path bufs: 2
- Global-route wire length before repair: 22600 microns
* Status: finished, final reports clean
- Yosys warning tally: 3
- Number of design-rule violations left by the first detailed-router iteration: 268
- Root Buffer Master: sky130_fd_sc_hd__clkbuf_16
- Total antenna diodes in the routed design: 0
- Peak fanout along the critical path: 35
- In this run the vertical extent of the chip is 121 microns.
- Vias in the first global route: 4247
- Design area: 6720 sq um
- The clock reaches the later pin of the worst-skew pair after 0.35 ns.
* CTS tree: built
- Setup Viol. Count Final: 0
- For this block, the routed nets add up to 13700 microns of wire.
- Dominant register cell in the synthesized netlist: sky130_fd_sc_hd__dfrtp_1
- Subtracting the final worst setup slack from the clock period gives 4.64 ns.
- Category of the worst setup path launch point: primary input
- Per the run summary, max-cap violations total 0.
- Fill cells in the final layout number 1262.
- The final max-slew violation count recorded for this run is 0.
* Count of TritonRoute iterations in the first routing pass: 20
- The buffer_ports step reported a buffer count of 88.
- Clock skew on the completed layout was measured at 0.00570 ns.
* Chip Area, Yosys: 5660 sq um
- The path class of the tightest hold or removal check is flop to flop.
* Gate count after technology mapping: 539
- Pin count of the biggest net entering global routing: 56
* Number of H-tree branching levels: 3
- Post-cts hold-fix buffer tally: 0
* Detail Route Antenna Nets: 0
- HPWL after DPL: 8550 microns
- Area grow syn2layout: 18.8%
- The final power report lists total power as 1.78 mW.
- Yosys reported that registers with async set or reset make up 1.00.
- Looking at the post-CTS report, the setup buffer insertion count equals 0.
- Total Negative Setup Slacks: 0 ns
- Syn avg cell area: 10.5 sq um
- The DRC violation total left in the routed layout is recorded as 0.
- The overall die size recorded for this design is 14600 sq um.
- The timing report gives the clock slew at the launch and capture registers of the worst setup and hold paths as 0.07 ns.
- CTS added clock buffers totalling 9.
- From left edge to right edge, the die measures 121 microns.
* Worst IR drop on VDD: 144 uV
- Summing over every cut layer, the via total after detailed routing is 4237.
- Leak pwr: 2.74 nW
- Counting flops with a built-in enable in the synthesized netlist gives 0.
- Share of post-route cells with drive strength above 1: 0.136
- RePlAce Congestion: 0.819
- Cell Chain, Critical Path: clkdlybuf4s50_1 > nand2_2 > buf_4 > o21ai_0 > clkdlybuf4s50_1
- Per the layout area report, the combinational gate area comes to 2480 sq um.
- The script logs the ratio of routed vias to standard cells as 5.58.
-- path summary, 6_finish.rpt --
| check | cells after the start | start | to | slack, ns |
|---|---|---|---|---|
| worst max-delay path | 5 | ready_out | valid_out | 2.46 |
| worst min-delay path | 2 | data_o[15] | data_o[15] | 0.47 |
| worst max register to register | 6 | keep_insert_r[2] | data_o[0] | 4.49 |
| worst min register to register | 2 | data_o[15] | data_o[15] | 0.47 |
| max in group asynchronous | 2 | rst_n | data_o[9] | 5.13 |
| min in group asynchronous | 1 | rst_n | data_o[60] | 0.99 |
-- flip-flops by register name (all words and copies together) (netlist names) --
register        flops
data_o             64
data_in_r          32
keep_insert_r       4
keep_o              4
last_in_r           1
last_out_r          1
valid_in_r          1
valid_insert_r      1
-- cells in the final DEF (no fill, tap or decap), types with 2 or more instances in the layout --
cell type / instances
sky130_fd_sc_hd__dfrtp_1: 107
sky130_fd_sc_hd__clkdlybuf4s50_1: 87
sky130_fd_sc_hd__nand2_1: 66
sky130_fd_sc_hd__o21ai_1: 56
sky130_fd_sc_hd__o21ai_0: 45
sky130_fd_sc_hd__mux2i_1: 42
sky130_fd_sc_hd__o2bb2ai_1: 31
sky130_fd_sc_hd__a211oi_2: 28
sky130_fd_sc_hd__buf_4: 13
sky130_fd_sc_hd__nor2_1: 10
sky130_fd_sc_hd__a22oi_1: 9
sky130_fd_sc_hd__clkbuf_16: 9
sky130_fd_sc_hd__a22o_1: 8
sky130_fd_sc_hd__a221oi_2: 8
sky130_fd_sc_hd__a21oi_1: 8
sky130_fd_sc_hd__nand3_1: 8
sky130_fd_sc_hd__inv_1: 6
sky130_fd_sc_hd__mux2_2: 5
sky130_fd_sc_hd__a211oi_1: 3
sky130_fd_sc_hd__clkinv_2: 3
sky130_fd_sc_hd__o221ai_1: 2
sky130_fd_sc_hd__bufinv_16: 2
-- kinds of logic after synthesis --
| family | after synthesis | synth area share |
|---|---|---|
| fa+ha+maj | 1 | 0.00221 |
| simple gates | 96 | 0.0761 |
| flops | 108 | 0.478 |
| compound gates | 205 | 0.273 |
| mux | 47 | 0.0843 |
| buf+inv | 82 | 0.0865 |
-- synth_stat cells (2+ instances only) --
| library cell | count |
|---|---|
| sky130_fd_sc_hd__buf_6 | 5 |
| sky130_fd_sc_hd__a211oi_2 | 28 |
| sky130_fd_sc_hd__inv_1 | 6 |
| sky130_fd_sc_hd__nand3_1 | 8 |
| sky130_fd_sc_hd__nand2_1 | 66 |
| sky130_fd_sc_hd__o21ai_0 | 45 |
| sky130_fd_sc_hd__mux2i_1 | 42 |
| sky130_fd_sc_hd__o21ai_1 | 56 |
| sky130_fd_sc_hd__a22oi_1 | 9 |
| sky130_fd_sc_hd__a21oi_1 | 8 |
| sky130_fd_sc_hd__a211oi_1 | 3 |
| sky130_fd_sc_hd__clkbuf_1 | 19 |
| sky130_fd_sc_hd__dfrtp_1 | 108 |
| sky130_fd_sc_hd__a221oi_2 | 8 |
| sky130_fd_sc_hd__buf_4 | 32 |
| sky130_fd_sc_hd__o2bb2ai_1 | 31 |
| sky130_fd_sc_hd__buf_2 | 18 |
| sky130_fd_sc_hd__nor2_1 | 10 |
| sky130_fd_sc_hd__mux2_2 | 5 |
| sky130_fd_sc_hd__o221ai_1 | 2 |
| sky130_fd_sc_hd__a22o_1 | 8 |
-- worst max-delay path, delay by kind of cell --
family	cells	cell delay (ns)
buffers and inverters	3	1.50
AND/OR/NAND/NOR	1	0.10
AND-OR/OR-AND	1	0.20
-- through the flow --
stage	setup slack (ns)	hold slack, ns	std cells
3_3_place_gp	2.48	0.456	743
2_1_floorplan	3.46	0.411	539
6_report	2.46	0.474	759
4_1_cts	2.45	0.481	759
3_5_place_dp	2.48	0.457	743
5_1_grt	2.35	0.494	759
-- cell type report --
class                           instances  share of cell area
Clock buffer                           11              0.0361
Sequential cell                       108               0.402
Inverter                                6             0.00335
Clock inverter                          5              0.0112
Multi-Input combinational cell        349               0.369
Timing Repair Buffer                  100               0.144
Tap cell                              180              0.0335
-- routing by layer --
metal | global-route usage | part of all wire
met1 | 0.306 | 0.45
met2 | 0.327 | 0.48
met3 | 0.0475 | 0.058
met4 | 0.0231 | 0.0096
met5 | 0 | 0
-- power by group --
part / internal, mW / switching, mW / total [mW]
logic: 0.236 / 0.204 / 0.440
clock network: 0.317 / 0.221 / 0.538
registers: 0.727 / 0.0720 / 0.799
Power figures rest on the tool's default switching activity, not on a simulated workload.
